==> flow/run.sh <==
#!/bin/bash
# OpenROAD 26Q1-2900-gdf79404cd8, Yosys 0.63+post, stock flow scripts
make -C /OpenROAD-flow-scripts/flow DESIGN_CONFIG=/design/flow/config.mk WORK_HOME=/design/flow/orfs finish
==> flow/config.mk <==
export PLATFORM = sky130hd
export DESIGN_NAME = InstructionMemory
export DESIGN_NICKNAME = InstructionMemory
export VERILOG_FILES = /design/flow/design.v
export SDC_FILE = /design/flow/constraint.sdc
export NUM_CORES = 4
export LEC_CHECK = 1
export CORE_AREA = 10 10 70 70
export DIE_AREA = 0 0 80 80
==> flow/constraint.sdc <==
current_design InstructionMemory

set clk_period 1.3
set clk_io_pct 0.2

create_clock -name clk0 -period $clk_period

set non_clock_inputs [all_inputs -no_clocks]
set_input_delay [expr $clk_period * $clk_io_pct] -clock clk0 $non_clock_inputs
set_output_delay [expr $clk_period * $clk_io_pct] -clock clk0 [all_outputs]
==> flow/design.v <==
`timescale 1ns / 1ps
module InstructionMemory(
	 input CLK,
    input [4:0] Address,
    output reg [31:0] Instruction
    );
reg [31:0] Memory [0:31];
always @ (Address)begin
	Instruction = Memory[Address];
end
initial begin
	Memory[0] = 32'h24100000; 
	Memory[1] = 32'h24110004; 
	Memory[2] = 32'h24120008; 
	Memory[3] = 32'h24130004; 
	Memory[4] = 32'h0800000c; 
	Memory[5] = 32'h8e080000; 
	Memory[6] = 32'h8e290000; 
	Memory[7] = 32'h01094020; 
	Memory[8] = 32'hae480000; 
	Memory[9] = 32'h22100001; 
	Memory[10] = 32'h22310001; 
	Memory[11] = 32'h22520001; 
	Memory[12] = 32'h1613fff9; 
	Memory[13] = 32'h24140004;
	Memory[14] = 32'h0;
	Memory[15] = 32'h0;
	Memory[16] = 32'h0;
end
endmodule
==> run notes <==
run results: Syn Area/Cell 6.74 µm², flop count 0, pwr dens 267 mW/mm², GR Overflow Total 0, drt total wl 2540 µm, Crit Path Max Fanout 4, Post-synth seq share 0%, DRT Pass-1 Iters 4, placed cells 152, Slew Limit Fails 0, Hold Slack 0.782 ns, I/O Pins 38, area grow syn2layout 185%, Top cells excl fill/tap buf_6 (34), buf_4 (19), buf_2 (18), run status finished, violations left, # setup viols final 24, Layout fillers 332, fmax 0.678 GHz, number of global-route vias before repair 714, cell taking the most area after synthesis buf_4, Die Width 80 µm, Worst Path Arrival 1.21 ns, post-route minimum period 1.47 ns, switching share of power 42.8%, initial antenna violation count 0, pin count of the biggest net entering global routing 9, Main area contributors buf_4 (25%), ha_1 (16%), a21oi_1 (8.5%), CP Depth 8, first-pass GRT wire length 3570 µm, Routed Antenna Nets 0, Post-Syn Instances 70, via count 720, post-route cell area 0.00134 mm², Ant. Diodes 0, IO Port Bufs 34, CP dominant cell by count buf_6, maximum vdd drop 0.000131 V, yosys warning tally 1, CLK BUF 0, setup TNS -2.32 ns, Sequential Power Share 0%, Core Util, Final 39.3%, DP HPWL 1460 µm, CP delay by family, top buffers and inverters, Syn Std Cell Area 472 µm², leakage power 0.666 nW, tool warnings 40, crit path launch Address[1], failing checks setup timing, Comb power frac 100.0%, RSZ-0062 raised after global routing true, period utilization 113%, worst setup path endpoint Instruction[16], required time of the critical path 1.04 ns, Non-Filler Instances 181, Worst path slowest cell a311oi_2, max incr delay on CP 0.21 ns, Placed Area 902 µm², library cells used by synthesis 24, register area 0 µm², fin worst setup slack -0.174 ns, CP Launch Type input port, final hold vios 0, dpl ws -0.934 ns, layout cells sized above 1 85.9%, die height 80 µm, Row Count 21, ys cells 70, CTS hold repair buffers 0, Setup crit end kind primary output, DRC 0, hold crit path type input port to primary output, Commonest Layout Cell buf_6, Initial DRC Count 22, clock share of power 0%, core area 0.00342 mm², internal power 206 µW, Yosys Chip Area 472 µm², GRT Total Usage 6.67%, Pre-Place Util 13.8%, Cell Chain, Critical Path buf_8, buf_6, buf_6, ha_4, nand2b_4, buf_6, a311oi_2, buf_2, CP bufs+invs 5, full die area 0.00640 mm², Placer Congestion 0.802, Top-area cell share 25.5%, Switch Pwr 154 µW, number of max-cap violations 0, critical path class input port to primary output, Pwr Total 359 µW, via/cell ratio 3.98, Avg WL per Cell 14.0 µm
[kinds of logic (layout without fill, tap and decap cells)]
family	count (synthesis)	in the layout	share of synthesized area (%)
AND-OR/OR-AND	18	18	23.3
adder cells (fa/ha/maj)	6	6	15.9
AND/OR/NAND/NOR	22	22	26.3
other	1	3	0.795
buffers and inverters	22	85	31.8
XOR/XNOR	1	1	1.86
[routing by layer]
| layer | wire length (µm) | track usage [%] |
|---|---|---|
| met5 | 0 | 0 |
| met3 | 181 | 1.70 |
| met1 | 1200 | 9.30 |
| met2 | 1140 | 10.7 |
| met4 | 15 | 0 |
[repair_timing]
action | in CTS | in global routing
setup buffers | 25 | 7
gates resized | 165 | 34
endpoints found under the setup margin | 29 | 29
pin swaps | 16 | 18
[worst min-delay path, cell delays in order]
cell	delay [ns]
buf_2	0.11
nor2b_1	0.04
buf_2	0.11
[power by group through the flow]
stage,clock (mW),combinational (mW),sequential [mW]
CTS,0,0.311,0
global route,0,0.386,0
finish,0,0.359,0
[final cells by class]
type                            count  area [µm²]  area share, %
Timing Repair Buffer               81         704           52.4
Multi-Input combinational cell     50         552           41.1
Inverter                            4        30.0           2.23
Tap cell                           46        57.6           4.28
[cells in the mapped netlist, drive strengths merged (2+ instances only)]
master   n
a311oi   2
nor2     3
inv      4
a21oi    8
nand2b   4
ha       6
or2      2
o21ai    3
buf     17
a211oi   3
nor2b    3
nand2    6
[worst min-delay path by stage]
stage,depth (start not counted),startpoint,slack (ns),to
4_1_cts,3,Address[4],0.79,Instruction[3]
5_1_grt,3,Address[4],0.80,Instruction[3]
6_report,3,Address[4],0.78,Instruction[3]
Power is estimated from default activity; no workload was simulated.
